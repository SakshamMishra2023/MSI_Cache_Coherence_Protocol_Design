===== flow/design.v =====
module cache_line #(
    parameter LINE_SIZE = 64,       
    parameter TAG_WIDTH = 19        
)(
    input wire clk,
    input wire rst_n,
    input wire write_enable,       
    input wire valid_in,           
    input wire dirty_in,           
    input wire [TAG_WIDTH-1:0] tag_in,
    input wire [LINE_SIZE*8-1:0] data_in,
    output reg valid_out,
    output reg dirty_out,
    output reg [TAG_WIDTH-1:0] tag_out,
    output reg [LINE_SIZE*8-1:0] data_out
);
    always @(posedge clk or negedge rst_n) begin
        if (!rst_n) begin
            valid_out <= 1'b0;
            dirty_out <= 1'b0;
            tag_out <= {TAG_WIDTH{1'b0}};
            data_out <= {LINE_SIZE*8{1'b0}};
        end else if (write_enable) begin
            valid_out <= valid_in;
            dirty_out <= dirty_in;
            tag_out <= tag_in;
            data_out <= data_in;
        end
    end
endmodule

===== flow/run.sh =====
#!/bin/bash
# OpenROAD 26Q1-2900-gdf79404cd8, Yosys 0.63+post, stock flow scripts
make -C /OpenROAD-flow-scripts/flow DESIGN_CONFIG=/design/flow/config.mk WORK_HOME=/design/flow/orfs finish

===== flow/config.mk =====
export PLATFORM = sky130hd
export DESIGN_NAME = cache_line
export DESIGN_NICKNAME = cache_line
export VERILOG_FILES = /design/flow/design.v
export SDC_FILE = /design/flow/constraint.sdc
export NUM_CORES = 4
export LEC_CHECK = 1
export CORE_AREA = 10 10 411 411
export DIE_AREA = 0 0 421 421

===== flow/constraint.sdc =====
current_design cache_line

set clk_period 1.5
set clk_io_pct 0.2

create_clock -name clk0 -period $clk_period [get_ports {clk}]

set non_clock_inputs [all_inputs -no_clocks]
set_input_delay [expr $clk_period * $clk_io_pct] -clock clk0 $non_clock_inputs
set_output_delay [expr $clk_period * $clk_io_pct] -clock clk0 [all_outputs]

==> impl_metrics.csv <==
group,metric,value,unit
status,outcome,"finished with violations",
status,violations,"setup timing",
setup_path,r2r_slack,480,ps
detailed_routing,drt-total-wl,122,mm
yosys,ys_area,21300,um2
floorplanning,fp-utilization,0.133,
timing,final_min_period_over_clock_period,1.06,
global_routing,via_count_of_the_first_global_routing_pass,16200,
detailed_routing,drt_pass1_iterations,4,
global_routing,grt_antenna_before_repair,83,
placement,place.gp.congestion,0.938,
power_and_ir_drop,power.density,1140,nW/um2
global_routing,grt_first_pass_wirelength,160,mm
power_and_ir_drop,worst_ir_drop_vdd,0.000752,V
detailed_routing,routed-via-count,15500,
floorplanning,core_area,160000,um2
yosys,ys_ff,533,
cells_and_area,syn2layout_area_growth,78.0,%
setup_path,critical_path_arrival,1290,ps
yosys,synthSimpleGateAreaFrac,0,
cells_and_area,post-route-util,0.237,
timing,finalHoldViolations,0,
global_routing,grt_use_total,0.135,
timing,setup_slack,-92.4,ps
yosys,ys_cells,1125,
yosys,postSynthSeqShare,0.627,
clocking,deepest_clock_path_buffer_count,3,
power_and_ir_drop,clockPowerShare,0.421,
timing,setup_viol,111,
setup_path,cp.buffers_inverters,1,
detailed_routing,drt_first_iter_violations,706,
detailed_routing,route.antenna.remaining_nets,0,
timing,worstMarginPinSlew,537,ps
job,max_capacitance_violation_count,0,
cells_and_area,layout_top_cells_excl_fill_tap,"clkdlybuf4s50_1 (533), dfrtp_1 (510), buf_2 (395)",
setup_path,cp.depth,1,
cells_and_area,fillerInstances,16800,
power_and_ir_drop,seqPwrFrac,0.389,
detailed_routing,drt-wirelength-per-cell,25.5,um
yosys,ys_sh_adder,0,
yosys,synth_compound_gate_area_share,0,
clocking,cts_htree_levels,3,
clocking,clock.latency.late_pin,640,ps
clocking,cts_sinks,533,
global_routing,met1_usage,0.158,
timing,rsz_0062_raised_after_global_routing,"yes",
global_routing,grt_use_met2,0.225,
global_routing,grt.met3_usage,0.0690,
min_path,hold-path-cell-count,2,
global_routing,grt_overflow_total,0,
setup_path,criticalPathCategory,"register to output port",
yosys,post_synth.cell_area_avg,18.9,um2
floorplanning,design.die.area,177000,um2
floorplanning,pin_count,1069,
yosys,synth.area.mux_share,0.347,
job,warning_count,27,
timing,timing_max_transition_violations_final,0,
setup_path,endpoint_class_of_the_critical_path,"output port",
timing,finalWorstPathRequiredPeriod,1590,ps
setup_path,start_kind,"register",
placement,placed_cells_incl_taps,4363,
yosys,post_synth_main_logic_family,"multiplexers",
yosys,synth_xor_xnor_area_share,0,
setup_path,worst_path_dominant_cell_family,"flip-flops",
global_routing,pin_count_of_the_biggest_net_entering_global_routing,89,
power_and_ir_drop,internal_power,32.1,mW
detailed_routing,vias_per_inst,3.23,
setup_path,path_cells,"buf_6",
yosys,synthCells,1125,
setup_path,r2r_cell_count,3,
timing,finalClockSkew,0,ps
yosys,synth_cell_type_count,6,
clocking,clock_root_buffer,"clkbuf_16",
power_and_ir_drop,power_frac_comb,0.190,
cells_and_area,layout_top_cell,"clkdlybuf4s50_1",
setup_path,worstPathMaxFanout,2,
power_and_ir_drop,netSwitchingPower,11.2,mW
floorplanning,rows,147,
timing,max_clock_freq,0.628,GHz
floorplanning,fp.dieW,421,um
setup_path,slowest_stage_cell_crit_path,"dfrtp_2",
clocking,cts_made_buffers,71,
cells_and_area,drive_above_1_share,0.593,
timing,finalSetupTns,-2890,ps
setup_path,required,1200,ps
placement,port_buffers,1068,
min_path,hold_class,"input pin to register",
setup_path,critical-path-max-stage-delay,470,ps
power_and_ir_drop,power.leakage,17.4,nW
global_routing,global_route.peak_usage_layer,"met2",
clocking,worst_setup_hold_path_clk_slew,70,ps
yosys,synthesis.yosys.warnings,1,
clocking,tritoncts_clock_tree,"done",
cells_and_area,post_layout_instance_count_excluding_filler_cells,4785,
placement,dp.final_hpwl,102,mm
detailed_routing,post-route-drc-count,0,
yosys,post_synth_instance_area,21300,um2
floorplanning,chipHeight,421,um
power_and_ir_drop,sw_frac_of_total,0.258,
timing,relative_slew_slack,0.642,
power_and_ir_drop,p_total,43.3,mW
==> layer usage <==
layer / up-vias / wire, um / share of wire
met5: - / 0 / 0
met4: 0 / 3280 / 0.027
met3: 197 / 14100 / 0.12
met2: 675 / 59400 / 0.49
met1: 7741 / 45100 / 0.37
li1: 6859 / - / -
==> cell type report <==
cell class | count | area (um2) | share of cell area
Antenna cell | 23 | 57.6 | 0.00152
Timing Repair Buffer | 1409 | 11900 | 0.314
Clock inverter | 34 | 510 | 0.0135
Tap cell | 2160 | 2700 | 0.0713
Sequential cell | 533 | 13400 | 0.353
Clock buffer | 93 | 1960 | 0.0517
Multi-Input combinational cell | 533 | 7390 | 0.195
==> per-stage QoR <==
step | cell area, um2 | setup slack (ps) | hold WS [ps]
global placement | 35100 | -13.2 | 482
global route | 37800 | -201 | 164
floorplan | 21300 | 308 | 4.41
finish | 37900 | -92.4 | 230
CTS | 37200 | -197 | 142
detailed placement | 35100 | -19.2 | 475
==> timing repair <==
action / in CTS / in global routing
gates resized: 2152 / 15
endpoints found under the hold margin: 445 / 0
endpoints found under the setup margin: 533 / 533
pin swaps: 0 / 0
hold buffers: 4 / 0
buffers inserted: 194 / 74
cloned: 0 / 0
==> power by group through the flow <==
| stage | Combinational, mW | Clock, mW | Sequential, mW |
|---|---|---|---|
| finish | 8.23 | 18.2 | 16.9 |
| CTS | 8.15 | 19.0 | 16.9 |
| global route | 8.90 | 19.5 | 17.0 |
==> path summary, 6_finish.rpt <==
check | end | from
setup / recovery | data_out[378] | data_out[378]$_DFFE_PN0P_
hold / removal | data_out[474]$_DFFE_PN0P_ | data_in[474]
max in group asynchronous | data_out[253]$_DFFE_PN0P_ | rst_n
min in group asynchronous | data_out[328]$_DFFE_PN0P_ | rst_n
hold reg to reg | data_out[12]$_DFFE_PN0P_ | data_out[12]$_DFFE_PN0P_
setup reg to reg | data_out[469]$_DFFE_PN0P_ | data_out[469]$_DFFE_PN0P_
==> synth_stat cells <==
cell | number | area, um2
buf_2 | 17 | 85.1
buf_4 | 1 | 7.51
buf_6 | 41 | 462
dfrtp_1 | 533 | 13300
mux2_2 | 163 | 1840
mux2_4 | 370 | 5560
==> cells by family after synthesis <==
group | after synthesis
multiplexers | 533
flip-flops | 533
buffers and inverters | 59
==> flip-flops by register name, indices dropped and copies added (netlist names) <==
register,cells
data_out,512
dirty_out,1
tag_out,19
valid_out,1
Power is estimated from default activity; no workload was simulated.
