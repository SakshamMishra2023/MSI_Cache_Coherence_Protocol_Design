**flow/design.v**
```verilog
module lru_controller #(
    parameter NUM_WAYS = 4
)(
    input wire clk,
    input wire rst_n,
    input wire access_valid,               
    input wire [NUM_WAYS-1:0] access_way,  
    output reg [1:0] lru_way               
);
    reg [1:0] lru_counter [0:NUM_WAYS-1];
    integer i;
    always @(*) begin
        lru_way = 2'd0;
        for (i = 1; i < NUM_WAYS; i = i + 1) begin
            if (lru_counter[i] > lru_counter[lru_way]) begin
                lru_way = i[1:0];
            end
        end
    end
    always @(posedge clk or negedge rst_n) begin
        if (!rst_n) begin
            lru_counter[0] <= 2'd0;
            lru_counter[1] <= 2'd1;
            lru_counter[2] <= 2'd2;
            lru_counter[3] <= 2'd3;
        end else if (access_valid) begin
            case (access_way)
                4'b0001: begin   
                    lru_counter[0] <= 2'd0;   
                    if (lru_counter[1] < 2'd3) lru_counter[1] <= lru_counter[1] + 1;
                    if (lru_counter[2] < 2'd3) lru_counter[2] <= lru_counter[2] + 1;
                    if (lru_counter[3] < 2'd3) lru_counter[3] <= lru_counter[3] + 1;
                end
                4'b0010: begin   
                    lru_counter[1] <= 2'd0;
                    if (lru_counter[0] < 2'd3) lru_counter[0] <= lru_counter[0] + 1;
                    if (lru_counter[2] < 2'd3) lru_counter[2] <= lru_counter[2] + 1;
                    if (lru_counter[3] < 2'd3) lru_counter[3] <= lru_counter[3] + 1;
                end
                4'b0100: begin   
                    lru_counter[2] <= 2'd0;
                    if (lru_counter[0] < 2'd3) lru_counter[0] <= lru_counter[0] + 1;
                    if (lru_counter[1] < 2'd3) lru_counter[1] <= lru_counter[1] + 1;
                    if (lru_counter[3] < 2'd3) lru_counter[3] <= lru_counter[3] + 1;
                end
                4'b1000: begin   
                    lru_counter[3] <= 2'd0;
                    if (lru_counter[0] < 2'd3) lru_counter[0] <= lru_counter[0] + 1;
                    if (lru_counter[1] < 2'd3) lru_counter[1] <= lru_counter[1] + 1;
                    if (lru_counter[2] < 2'd3) lru_counter[2] <= lru_counter[2] + 1;
                end
                default: begin
                end
            endcase
        end
    end
endmodule
```
**flow/run.sh**
```bash
#!/bin/bash
# OpenROAD 26Q1-2900-gdf79404cd8, Yosys 0.63+post, stock flow scripts
make -C /OpenROAD-flow-scripts/flow DESIGN_CONFIG=/design/flow/config.mk WORK_HOME=/design/flow/orfs finish
```
**flow/config.mk**
```make
export PLATFORM = sky130hd
export DESIGN_NAME = lru_controller
export DESIGN_NICKNAME = lru_controller
export VERILOG_FILES = /design/flow/design.v
export SDC_FILE = /design/flow/constraint.sdc
export NUM_CORES = 4
export LEC_CHECK = 1
export CORE_AREA = 10 10 74 74
export DIE_AREA = 0 0 84 84
```
**flow/constraint.sdc**
```tcl
current_design lru_controller

set clk_period 2.6
set clk_io_pct 0.2

create_clock -name clk0 -period $clk_period [get_ports {clk}]

set non_clock_inputs [all_inputs -no_clocks]
set_input_delay [expr $clk_period * $clk_io_pct] -clock clk0 $non_clock_inputs
set_output_delay [expr $clk_period * $clk_io_pct] -clock clk0 [all_outputs]
```
==> metrics.sh <==
RUN_STATUS='finished, violations left'
VIOLATIONS='negative setup slack'
CTS_TREE='built'
REG2REG_SLACK_NS=0.80
SYNTH_AREA_UM2=835.8
IO_BUFFER_COUNT=8
SYNTHDOMINANTCELLAREASHARE=0.1647
PLACED_CELL_AREA_MM2=0.001061
PLACE_HPWL_MM=1.394
CRIT_PATH_MAX_FANOUT=3
DRV_SLEW=0
FIRST_PASS_GRT_WIRE_LENGTH_MM=3.243
FINAL.PERIOD_UTILIZATION=1.289
WARNING_COUNT=29
TIMING.SLEW.HEADROOM=0.7430
CTS_NUM_SINKS=8
CORE_AREA_MM2=0.003971
LATEST_CLOCK_ARRIVAL_WITHIN_THE_WORST_SKEW_PAIR_NS=0.22
SYNTH.YOSYS.NUM_CELLS=92
REG.LARGEST.LIST='lru_counter: 8 flops'
FLOORPLAN.CORE_UTIL=0.2105
GR-USAGE-MET3=0.01378
WORST_SLACK_NS=-0.7506
LAY_TOP_CELLS='buf_4 (20), nor2_1 (7), inv_1 (7), ha_1 (7), clkdlybuf4s50_1 (6)'
YS_SH_MUX=0.1467
SW_FRAC_OF_TOTAL=0.3565
CP.DEPTH=14
CP.REQUIRED_NS=2.08
GLOBALROUTEOVERFLOWTOTAL=0
YOSYSWARNINGCOUNT=2
POWER.NET_SWITCHING_W=0.0004869
YS_SH_ADDER=0.1647
POWER_REPORT.INTERNAL_TOTAL_W=0.0008789
SEQUENTIALPOWERSHARE=0.159
CRITICAL_PATH.REG2REG.STARTPOINT='lru_counter[1][1]'
CRITICAL_PATH.STARTPOINT='lru_counter[1][0]'
CRIT_TOP_CELL='o21ai_1'
START_KIND='flip-flop'
DIE_HEIGHT_UM=84
GRT_PASS1_VIAS=766
CTS-ROOT-TO-SINK-BUFFERS=2
TIMING.FINAL.SETUP_VIOLATIONS=2
COUNT_OF_FILL_CELLS_ADDED_DURING_FILLER_INSERTION=397
VIA_COUNT=753
PATH_CELLS='inv_2, ha_4, nor2_2, o21a_1, a211oi_2, ha_2, nor2b_2, o21ai_4, mux2i_1, ha_1, nor2b_1, o21ai_1, o21ai_1, buf_2'
INSERTEDDIODECOUNT=0
LARGEST_REGISTER='lru_counter'
SYNTH_CELLS=92
DRTPASS1ITERATIONS=4
TIMING.HOLD.WORST.CLASS='primary input to asynchronous set/reset pin'
GLOBAL_ROUTE.USAGE.TOTAL=0.05225
POST-ROUTE-MIN-PERIOD_NS=3.351
PLACE_INST=159
WORST_SETUP_PATH_END_KIND='primary output'
CTS_ROOT_BUF='clkbuf_8'
ARRIVAL_NS=2.83
WORSTREG2REGEND='lru_counter[1][1]'
GRT_MOST_USED_LAYER='met2'
GR-USAGE-MET2=0.08223
CTS.CLK_SLEW.WORST_PATHS_NS=0.04
CRIT_FAMILY='AND-OR/OR-AND gates'
DIE-WIDTH_UM=84
CLOCKPOWERSHARE=0.106
POWER_FRAC_COMB=0.735
VIAS_PER_CELL=4.456
CRIT_PATH_END='lru_way[0]'
SYNTHDOMINANTAREACELLTYPE='ha_1'
CRIT_BUF_INV=2
COMPOUND_SHARE_SYNTH=0.1632
CTS-HOLD-FIX-BUFFERS=0
POST_SYNTH_AND_OR_NAND_NOR_AREA_FRACTION=0.1811
FF2FF_PATH_DEPTH=7
FIN_SETUP_TNS_NS=-1.483
POSTSYNTHREGISTERBITS=8
SETUP.WORST_PATH.CLASS='flip-flop to primary output'
ANTENNA_VIOLATING_NETS_POST_ROUTE=0
SETUP_REPAIR_AFTER_GLOBAL_ROUTING_MISSED_ITS_MARGIN='true'
ROUTED_WIRE_LENGTH_PER_INSTANCE_UM=10.66
DRV_CAP=0
POST_SYNTH_NUM_CELL_TYPES=31
TIMING.HOLD.WS_NS=0.5783
SYNTHESIS.AREA_PER_INSTANCE_UM2=9.085
TOTAL_CELL_AREA_REPORTED_BY_YOSYS_AFTER_SYNTHESIS_UM2=835.8
POWER_LEAKAGE_nW=0.5453
FINCLKSKEW_NS=0.00008994
WORST_PIN_SLEW_NS=0.3758
TIMING.FMAX_MHz=298.5
POWER-PER-CELL-AREA_mW_PER_MM2=1124
FINAL_CELL_AREA_MM2=0.001215
POST-LAYOUT-TOTAL-POWER_W=0.001366
MET1_USAGE=0.07316
CP_SLOWEST_STAGE_DELAY_NS=0.53
FINALWEIGHTEDCONGESTION=0.7681
FINAL_LAYOUT_SIZE_SUFFIX_GT1_FRAC=0.4370
DESIGN.DIE.AREA_MM2=0.007056
AREA_GROWTH_PCT=45.36
SLOWEST_STAGE='dfstp_2'
LAYOUT_TOP_CELL='buf_4'
TIMING_HOLD_VIOLATIONS_FINAL=0
FINALNONFILLERCELLS=169
CTS.HTREE.LEVELS=1
AREA_LEADERS='ha_1 (16%), dfstp_2 (13%), dfrtp_1 (12%)'
VDD_DROP_MAX_uV=424.8
INITIALDRTVIOLATIONCOUNT=4
FLOORPLAN.ROWS=23
ROUTED_WIRELENGTH_MM=1.802
LARGEST_REGISTER_FFS=8
DRC_ERRORS=0
GRT_MAX_DEGREE=12
TRITONCTS.NUM_BUFFERS=3
POST_SYNTH_MAIN_LOGIC_FAMILY='simple AND/OR/NAND/NOR gates'
YOSYS.AREA_SHARE.XOR_XNOR=0.02994
TOTAL_I_O_PIN_COUNT=9
YOSYS.STAT.SEQSHARE=0.2455
NUMBER_OF_ANTENNA_VIOLATIONS_AT_THE_FIRST_CHECK_IN_GLOBAL_ROUTING=0
==> worst min path at each step <==
stage,start,end,depth (start not counted)
4_1_cts,rst_n,lru_counter[0][1],1
6_report,rst_n,lru_counter[0][1],1
5_1_grt,rst_n,lru_counter[0][1],1
==> stage by stage <==
step	util	worst slack [ns]
global route	0.3059	-0.9093
detailed placement	0.2672	-0.8650
finish	0.3059	-0.7506
global placement	0.2672	-0.8220
floorplan	-	-0.3151
CTS	0.2996	-0.7065
==> worst register-to-register path, stage by stage, from the launching register on <==
cell and delay (ns):
dfrtp_1 0.40, buf_4 0.14, buf_4 0.13, ha_1 0.17, nor2_1 0.09, o211ai_1 0.09
a21boi_0 0.29, mux2_2 0.37
==> kinds of logic (layout without fill, tap and decap cells) <==
group,after synthesis,in the layout
AND-OR/OR-AND,21,21
multiplexers,11,11
XOR/XNOR,2,2
buffers and inverters,13,40
adder cells (fa/ha/maj),11,11
flip-flops,8,8
AND/OR/NAND/NOR,26,26
==> layer usage <==
| layer | share of wire | vias up |
|---|---|---|
| li1 | - | 389 |
| met1 | 0.51 | 352 |
| met2 | 0.44 | 12 |
| met3 | 0.046 | 0 |
| met4 | 0 | 0 |
| met5 | 0 | - |
==> power by group through the flow <==
stage / clock network [W] / registers (W) / logic (W)
CTS: 0.000152 / 0.000216 / 0.000964
global route: 0.000160 / 0.000223 / 0.00112
finish: 0.000145 / 0.000217 / 0.00100
==> synthesized netlist by cell type (all sizes together) <==
cell	instances
dfstp	4
a211oi	1
a21boi	1
xor2	1
ha	11
mux2	7
nand2	5
and3	1
a211o	1
xnor2	1
nor4b	4
or4b	1
nand2b	3
o211ai	1
inv	9
nand3	2
clkbuf	1
nor2b	2
nor2	8
dfrtp	4
o21ai	8
a2111oi	3
a21oi	3
buf	3
a22o	1
o21a	2
mux2i	4
==> repair_timing <==
| action | CTS | global route |
|---|---|---|
| resized | 17 | 3 |
| endpoints found under the setup margin | 2 | 2 |
| pin swaps | 8 | 6 |
| buffers inserted | 6 | 1 |
| gates cloned | 0 | 0 |
==> layout make-up <==
cell class	count	area [um^2]	area share
Clock buffer	3	41.29	0.03399
Inverter	9	33.78	0.02781
Multi-Input combinational cell	71	651.9	0.5366
Sequential cell	8	205.2	0.1689
Tap cell	50	62.56	0.05149
Timing Repair Buffer	28	220.2	0.1813
Power is estimated from default activity; no workload was simulated.
